**flow/config.mk**
```make
export PLATFORM = sky130hd
export DESIGN_NAME = fc_16_12_20_0_1
export DESIGN_NICKNAME = fc_16_12_20_0_1
export VERILOG_FILES = /design/flow/design.v
export SDC_FILE = /design/flow/constraint.sdc
export NUM_CORES = 4
export LEC_CHECK = 1
export CORE_UTILIZATION = 40
```
**flow/constraint.sdc**
```tcl
current_design fc_16_12_20_0_1

set clk_period 22.1
set clk_io_pct 0.2

create_clock -name clk0 -period $clk_period [get_ports {clk}]

set non_clock_inputs [all_inputs -no_clocks]
set_input_delay [expr $clk_period * $clk_io_pct] -clock clk0 $non_clock_inputs
set_output_delay [expr $clk_period * $clk_io_pct] -clock clk0 [all_outputs]
```
**flow/design.v**
```verilog
module fc_16_12_20_0_1(clk, reset, input_valid, input_ready, input_data, output_valid, output_ready, output_data);
	parameter M = 16;
	parameter N = 12;
	parameter T = 20;
	parameter R = 0;
	localparam LOGSIZE_M = $clog2(M*N);
	localparam LOGSIZE_N = $clog2(N);
	input clk, reset, input_valid, output_ready;
	input signed [T-1 : 0] input_data;
	output signed [T-1 : 0] output_data;
	output output_valid, input_ready;
	logic unsigned[7 : 0] addr_w;
	logic unsigned[3 : 0] addr_x;
	logic signed [19 : 0] v_out, m_out;
	logic unsigned wr_en_x;
	logic unsigned clear_acc;
	logic unsigned en_acc;
	controlFSM #(16,12) controlMod(.clk(clk), .reset(reset), .input_valid(input_valid), .output_ready(output_ready),
									.addr_x(addr_x) , .wr_en_x(wr_en_x),.addr_w(addr_w), .en_acc(en_acc), .clear_acc(clear_acc),
									.input_ready(input_ready), .output_valid(output_valid));
	datapath #(20, 0) datapathMod(.clk(clk), .reset(reset), .m_out(m_out), .v_out(v_out),
									.en_acc(en_acc), .output_data(output_data), .clear_acc(clear_acc), .output_valid(output_valid),
									.output_ready(output_ready));
	memory #(20, 12 )  vector(.clk(clk), .data_in(input_data), .data_out(v_out), .addr(addr_x), .wr_en(wr_en_x));
	fc_16_12_20_0_1_W_rom  matrixRom(.clk(clk), .addr(addr_w), .z(m_out));
endmodule
module fc_16_12_20_0_1_W_rom(clk, addr, z);
   input clk;
   input [7:0] addr;
   output logic signed [19:0] z;
   always_ff @(posedge clk) begin
      case(addr)
        0: z <= 20'd216;
        1: z <= 20'd116;
        2: z <= 20'd128;
        3: z <= 20'd38;
        4: z <= -20'd263;
        5: z <= 20'd470;
        6: z <= -20'd412;
        7: z <= 20'd367;
        8: z <= -20'd114;
        9: z <= 20'd458;
        10: z <= -20'd66;
        11: z <= -20'd86;
        12: z <= -20'd163;
        13: z <= -20'd150;
        14: z <= 20'd179;
        15: z <= -20'd459;
        16: z <= 20'd67;
        17: z <= -20'd51;
        18: z <= -20'd24;
        19: z <= -20'd442;
        20: z <= 20'd467;
        21: z <= -20'd81;
        22: z <= -20'd17;
        23: z <= 20'd141;
        24: z <= -20'd163;
        25: z <= -20'd293;
        26: z <= -20'd281;
        27: z <= 20'd34;
        28: z <= 20'd250;
        29: z <= 20'd102;
        30: z <= 20'd510;
        31: z <= -20'd45;
        32: z <= -20'd293;
        33: z <= 20'd126;
        34: z <= 20'd505;
        35: z <= -20'd44;
        36: z <= 20'd84;
        37: z <= -20'd419;
        38: z <= -20'd189;
        39: z <= 20'd482;
        40: z <= -20'd472;
        41: z <= 20'd258;
        42: z <= -20'd116;
        43: z <= -20'd123;
        44: z <= -20'd404;
        45: z <= -20'd448;
        46: z <= -20'd70;
        47: z <= 20'd175;
        48: z <= 20'd13;
        49: z <= 20'd419;
        50: z <= 20'd245;
        51: z <= -20'd32;
        52: z <= -20'd174;
        53: z <= -20'd283;
        54: z <= -20'd403;
        55: z <= 20'd175;
        56: z <= -20'd64;
        57: z <= -20'd172;
        58: z <= -20'd303;
        59: z <= -20'd326;
        60: z <= 20'd443;
        61: z <= -20'd305;
        62: z <= 20'd141;
        63: z <= -20'd362;
        64: z <= 20'd333;
        65: z <= 20'd134;
        66: z <= 20'd106;
        67: z <= -20'd94;
        68: z <= 20'd228;
        69: z <= 20'd430;
        70: z <= -20'd124;
        71: z <= 20'd268;
        72: z <= 20'd176;
        73: z <= 20'd273;
        74: z <= -20'd367;
        75: z <= 20'd284;
        76: z <= 20'd337;
        77: z <= 20'd76;
        78: z <= -20'd53;
        79: z <= -20'd162;
        80: z <= -20'd17;
        81: z <= -20'd320;
        82: z <= 20'd318;
        83: z <= 20'd321;
        84: z <= -20'd91;
        85: z <= 20'd427;
        86: z <= -20'd16;
        87: z <= 20'd357;
        88: z <= -20'd256;
        89: z <= 20'd194;
        90: z <= -20'd480;
        91: z <= -20'd325;
        92: z <= 20'd401;
        93: z <= 20'd173;
        94: z <= -20'd175;
        95: z <= 20'd223;
        96: z <= -20'd204;
        97: z <= 20'd443;
        98: z <= -20'd383;
        99: z <= -20'd488;
        100: z <= 20'd361;
        101: z <= 20'd5;
        102: z <= 20'd292;
        103: z <= 20'd25;
        104: z <= -20'd234;
        105: z <= 20'd437;
        106: z <= -20'd203;
        107: z <= -20'd409;
        108: z <= 20'd1;
        109: z <= 20'd256;
        110: z <= -20'd59;
        111: z <= 20'd496;
        112: z <= 20'd449;
        113: z <= -20'd253;
        114: z <= 20'd305;
        115: z <= -20'd154;
        116: z <= -20'd337;
        117: z <= -20'd222;
        118: z <= -20'd308;
        119: z <= -20'd81;
        120: z <= 20'd484;
        121: z <= -20'd276;
        122: z <= 20'd106;
        123: z <= 20'd373;
        124: z <= 20'd409;
        125: z <= 20'd443;
        126: z <= 20'd84;
        127: z <= -20'd307;
        128: z <= 20'd374;
        129: z <= 20'd213;
        130: z <= -20'd283;
        131: z <= 20'd224;
        132: z <= -20'd293;
        133: z <= -20'd503;
        134: z <= -20'd263;
        135: z <= -20'd15;
        136: z <= 20'd447;
        137: z <= 20'd47;
        138: z <= 20'd89;
        139: z <= -20'd64;
        140: z <= -20'd209;
        141: z <= -20'd482;
        142: z <= -20'd79;
        143: z <= -20'd272;
        144: z <= -20'd222;
        145: z <= -20'd286;
        146: z <= 20'd87;
        147: z <= -20'd47;
        148: z <= 20'd4;
        149: z <= 20'd291;
        150: z <= 20'd384;
        151: z <= -20'd24;
        152: z <= -20'd497;
        153: z <= -20'd22;
        154: z <= -20'd162;
        155: z <= 20'd424;
        156: z <= -20'd91;
        157: z <= 20'd434;
        158: z <= -20'd394;
        159: z <= -20'd229;
        160: z <= 20'd136;
        161: z <= -20'd165;
        162: z <= 20'd507;
        163: z <= 20'd355;
        164: z <= -20'd155;
        165: z <= -20'd267;
        166: z <= -20'd172;
        167: z <= -20'd220;
        168: z <= 20'd292;
        169: z <= 20'd429;
        170: z <= 20'd228;
        171: z <= -20'd429;
        172: z <= 20'd460;
        173: z <= -20'd363;
        174: z <= -20'd188;
        175: z <= -20'd274;
        176: z <= -20'd136;
        177: z <= 20'd411;
        178: z <= 20'd191;
        179: z <= 20'd380;
        180: z <= 20'd190;
        181: z <= 20'd63;
        182: z <= -20'd155;
        183: z <= 20'd205;
        184: z <= -20'd471;
        185: z <= 20'd195;
        186: z <= 20'd117;
        187: z <= -20'd50;
        188: z <= 20'd117;
        189: z <= 20'd235;
        190: z <= 20'd233;
        191: z <= -20'd259;
      endcase
   end
endmodule
module controlFSM(clk, reset, input_valid, output_ready, addr_x, wr_en_x,addr_w,
                 clear_acc, en_acc, input_ready, output_valid);
    parameter M = 12;
    parameter N = 12;
    localparam LOGSIZE_M = $clog2(M*N);  
    localparam LOGSIZE_N = $clog2(N);
    input clk;
    input reset;
    input input_valid;
    input output_ready;
    output logic unsigned [LOGSIZE_N-1 : 0] addr_x;  
    output logic unsigned [LOGSIZE_M-1 : 0] addr_w;  
    output logic wr_en_x;  
    output logic clear_acc;
    output logic en_acc;
    output logic input_ready;
    output logic output_valid;
    logic unsigned [LOGSIZE_N : 0] countLoad;  
    logic unsigned [LOGSIZE_M : 0] countComp;  
    logic unsigned [LOGSIZE_N-1 : 0] countVec;
    logic unsigned iterationDone;
    logic unsigned loadingDone;
    logic unsigned [LOGSIZE_M : 0] out_index_count; 
    logic unsigned temp;
    typedef enum logic {Loading, Compute} State;
    State currentState, nextState;
    always_ff @(posedge clk) begin
        if(reset) begin
            currentState <= Loading;
        end
        else currentState <= nextState;
    end
    always_comb begin
        case (currentState)
            Loading: begin
                if(countLoad == N) begin
                    loadingDone = 1;
                    nextState = Compute;  
                end 
                else begin
                    nextState = Loading;
                    loadingDone = 0;
                end
            end
            Compute: begin
                loadingDone = 0;
                if(out_index_count == M) nextState = Loading;
                else nextState = Compute;
            end
            default: begin
                nextState = Loading;
                loadingDone = 0;
            end
        endcase
    end
    always_comb begin
        if (currentState == Loading) begin
            addr_w = 0;
            if(countLoad < N) begin
                input_ready = 1;
                wr_en_x = 1;
            end
            else begin
                input_ready = 0;
                wr_en_x = 0;
            end
            if(input_valid && input_ready) begin
                if(countLoad < N) begin
                    wr_en_x = 1; 
                    addr_x = countLoad;
                end
                else begin
                    wr_en_x = 0;
                    addr_x = 0;
                end
            end
            else begin
                wr_en_x = 0;
                addr_x = 0;
            end
        end
        else if (currentState == Compute) begin
            wr_en_x = 0;
            input_ready = 0;
            addr_w = countComp;
            addr_x = countVec;
        end
        else begin
            input_ready = 0;
            wr_en_x = 0;
            addr_x = 0;
            addr_w = 0;
        end
    end
    always_ff @(posedge clk) begin
        if(currentState == Loading) begin
            if(reset) countLoad <= 0;
            countComp <= 0;
            countVec <= 0;
            en_acc <= 0;
            clear_acc <= 1; 
            output_valid <= 0;
            iterationDone <= 0;
            temp <= 0;
            out_index_count <= 0;
            if(loadingDone == 1)begin
                countLoad <= 0;
            end
            if(input_valid && input_ready)
                countLoad <= countLoad + 1;  
        end
        if(currentState == Compute)begin
            if(iterationDone) begin
                en_acc <= 0;
                output_valid <= 1;
                if(output_ready && output_valid)begin
                    iterationDone <= 0;
                    clear_acc <= 1;
                    output_valid <= 0;
                    temp <= 1;
                    out_index_count <= out_index_count + 1; 
                end 
            end
            else begin
                clear_acc <= 0;
                if(countComp == 0 || countVec != 0 || temp) begin  
                    countComp <= countComp + 1;
                    if(countVec == N-1) countVec <= 0;
                    else countVec <= countVec + 1;
                    en_acc <= 1;
                    output_valid <= 0;
                    temp <= 0; 
                end        
                else begin
                    iterationDone <= 1;
                end
            end 
        end
    end
endmodule
module datapath(clk, reset, clear_acc, en_acc,
                output_data, output_ready, output_valid, m_out, v_out);
    parameter WIDTH = 12;
    parameter R = 0;
    input clk, reset;
    input unsigned clear_acc, en_acc;
    output logic signed [WIDTH-1 : 0] output_data;
    input logic output_ready;
    input logic output_valid;
    input logic signed [WIDTH - 1 : 0] v_out;
    input logic signed [WIDTH - 1 : 0] m_out;
    logic signed [WIDTH : 0] result;
    logic signed [WIDTH : 0] intermediate;
    logic signed [WIDTH - 1 : 0] m_data_out_y;
    always_comb begin
        intermediate = (v_out * m_out);  
    end
    always_ff @(posedge clk) begin
        if(clear_acc) begin
        end
        else if (en_acc) begin
            if(result > 2**(WIDTH-1) -1) begin 
                output_data <= 2**(WIDTH-1) -1;
            end
            else if(result < -(2**(WIDTH-1))) begin
                if(R == 1) output_data <= 0;
                else begin                    
                    output_data <= -(2**(WIDTH-1));
                end
            end
            else begin
                if(R == 1 && result < 0)
                    output_data <= 0;
                else output_data <= result;                
            end
        end
    end
    always_ff @(posedge clk) begin
        if(clear_acc) begin
            result <= 0;
        end
        else if(en_acc) begin
            if((result + intermediate)  > 2**(WIDTH-1) -1) begin
                result <=  2**(WIDTH-1) -1;
            end
            else if ((result + intermediate) < -(2**(WIDTH-1))) begin
                result <= -(2**(WIDTH-1));
            end    
            else result <= intermediate + result;
        end
    end
endmodule
module memory(clk, data_in, data_out, addr, wr_en);
    parameter                   WIDTH = 16;  
    parameter                   SIZE = 64;   
    localparam                  LOGSIZE = $clog2(SIZE);  
    input [WIDTH-1 : 0]         data_in;
    output logic [WIDTH-1 : 0]  data_out;
    input [LOGSIZE-1 : 0]       addr;
    input                       clk;
    input                       wr_en;
    logic [SIZE-1 : 0][WIDTH-1 : 0] mem;
    always_ff @(posedge clk) begin
        data_out <= mem[addr];
        if(wr_en) 
            mem[addr] <= data_in;
    end
endmodule
```
**flow/run.sh**
```bash
#!/bin/bash
# OpenROAD 26Q1-2900-gdf79404cd8, Yosys 0.63+post, stock flow scripts
make -C /OpenROAD-flow-scripts/flow DESIGN_CONFIG=/design/flow/config.mk WORK_HOME=/design/flow/orfs finish
```
==> PnR_summary.wiki <==
=== Synthesis and place and route ===
{| class="wikitable"
! Metric !! Value
|-
| Clk latency of the worst-skew pair || 0.61 ns
|-
| Total of hold buffers inserted after clock tree synthesis || 0
|-
| Largest area contributor in the synthesized netlist || sky130_fd_sc_hd__edfxtp_1
|-
| Setup crit start || input_valid
|-
| Yosys cell count || 3177
|-
| Number of setup violations in the final report || 0
|-
| Launch point of the worst reg-to-reg path || matrixRom.z[4]
|-
| RSZ-0062 raised after global routing || false
|-
| Total wirelength of the detailed-routed design || ~110000 um
|-
| Num rows || about 98
|-
| Inserted Clock Buffers || between 40 and 50
|-
| Maximum clock insertion buffer count || 3
|-
| H-tree depth reported by CTS || 2
|-
| Clock Power Share || approximately 17%
|-
| Setup TNS || 0 ns
|-
| Switching share of total power || between 40% and 50%
|-
| Top_reg_cell synth || sky130_fd_sc_hd__edfxtp_1
|-
| Crit share post-route || about 45%
|-
| I/O pins || 46
|-
| Clock Sinks || 344
|-
| Portion of total power attributed to combinational logic || 63.8%
|-
| Chip footprint || 73600 um2
|-
| Core Box Area || ~72000 um2
|-
| Average cell area after synthesis || about 9 um2
|-
| Hold violation count in the final report || 0
|-
| P per Cell Area || roughly 130 nW/um2
|-
| Post-DR vias/cell || 6.34
|-
| Routed len/inst || 27.7 um
|-
| Run status || completed
|-
| Top-area cell share || 28.5%
|-
| Clock transition at the registers of the reported paths || approximately 0.06 ns
|-
| Starting DRC count in detailed routing || 2771
|-
| CTS tree || yes
|-
| Setup repair bufs after CTS || 0
|-
| Root cell of the clock tree || sky130_fd_sc_hd__clkbuf_16
|-
| Weighted congestion reported at the end of routability-driven placement || 1.04
|-
| Number of unique standard cell types used by synthesis || around 96
|-
| Fraction of synthesis flops using an asynchronous set or reset pin || 0%
|-
| Sequential cell fraction of total power || about a fifth
|-
| Register bit count reported by yosys || roughly 340
|-
| Hold/Removal Path Class || flop to flop
|-
| Internal power of the cells || between 0.002 and 0.0025 W
|-
| Count of library flops with an enable pin || approximately 280
|-
| Vias in the first global route || between 20000 and 30000
|-
| Sum of net half-perimeters after detailed placement || about 85000 um
|-
| Hold Crit Start || datapathMod.result[9]
|-
| First-pass DRT Iterations || 8
|-
| First-pass GRT wire length || ~170000 um
|-
| Maximum number of pins on one net before global-route repair || ~95
|-
| Synthesized instance count || 3177
|-
| Initial antenna violation count || 8
|-
| Max Transition Viols Final || 0
|-
| Congestion Overflow GR || 0
|-
| Area of the synthesized netlist per yosys stat || roughly 29000 um2
|-
| Die height || about 270 um
|-
| Leakage dissipation || about 13 nW
|-
| Total chip power || around 0.0041 W
|-
| Post-cts gate resize count || 0
|-
| Worst Path Required || around 22 ns
|-
| Max-cap violations || 0
|-
| Post-route DRC || 0
|-
| Starting utilization of the core area || between 40% and 50%
|-
| Largest clock skew in the final design || 0.0410 ns
|-
| Crit path arrival time || a little over 10 ns
|-
| Area growth, synth to finish || 10.6%
|-
| Switching power of the nets || 0.00193 W
|-
| IR Drop Worst-Case VDD || just over 0.0003 V
|-
| Ratio of cells with drive above 1 in the final layout || between 7 and 8%
|-
| Fraction of the yosys area taken by sequential cells || between 30 and 40%
|-
| Port-buffer cells || around 45
|-
| Overall fraction of global-route tracks in use || between 30% and 40%
|-
| Tmin final || 9.84 ns
|-
| Number of warning messages in the yosys log || 4
|-
| Top fanout value on the critical path || 94
|-
| Number of nets still failing antenna checks after routing || 0
|-
| Critical path start-end classification || input port to flop
|-
| Top post-synthesis cells by area || sky130_fd_sc_hd__edfxtp_1, sky130_fd_sc_hd__fa_1, sky130_fd_sc_hd__nand2_1
|-
| Kind of end point of the critical path || flop
|-
| Startpoint kind of the worst setup timing path || input port
|-
| Vias after detailed routing || approximately 26000
|-
| Tool Warnings || 32
|-
| X dimension of the die || about 270 um
|-
| Maximum clock rate || just over 100 MHz
|-
| Worst-Margin Slew || about 1.1 ns
|-
| Synth Cell Area || 29000 um2
|-
| Relative max-transition margin || about 29%
|}
-- critical path, cell delays in order --
cell,delay [ns]
sky130_fd_sc_hd__clkdlybuf4s50_1,0.63
sky130_fd_sc_hd__nand2_1,0.26
sky130_fd_sc_hd__inv_8,0.53
sky130_fd_sc_hd__a22o_1,0.23
sky130_fd_sc_hd__ha_1,0.15
sky130_fd_sc_hd__ha_1,0.19
sky130_fd_sc_hd__fa_1,0.49
sky130_fd_sc_hd__nor3_1,0.52
sky130_fd_sc_hd__nand3_1,0.27
sky130_fd_sc_hd__xor2_2,0.77
sky130_fd_sc_hd__nand3_1,0.80
sky130_fd_sc_hd__o21ai_0,0.70
sky130_fd_sc_hd__o22ai_1,0.17
-- metrics by stage --
stage / setup WS (ns) / cells / utilization (%) / hold WS [ns] / cell area (um2)
final: 12.26 / 4141 / 44.8 / 0.507 / 32100
after global routing: 11.96 / 4140 / 44.8 / 0.533 / 32100
after CTS: 12.40 / 4139 / 44.8 / 0.512 / 32100
after detailed placement: 11.84 / 4067 / 42.8 / 0.504 / 30700
after global placement: 11.99 / 4067 / 42.8 / 0.502 / 30700
after floorplan: 9.03 / 3177 / - / 0.428 / 29000
-- placed cells by master, fill, tap and decap left out, types with 94 or more instances in the layout --
cell / Yosys / final
sky130_fd_sc_hd__edfxtp_1: 275 / 275
sky130_fd_sc_hd__a21oi_1: 107 / 107
sky130_fd_sc_hd__nor2_1: 213 / 209
sky130_fd_sc_hd__and2_1: 153 / 153
sky130_fd_sc_hd__buf_4: 1 / 98
sky130_fd_sc_hd__ha_1: 130 / 128
sky130_fd_sc_hd__fa_1: 147 / 147
sky130_fd_sc_hd__nand3_1: 94 / 94
sky130_fd_sc_hd__a22o_1: 130 / 130
sky130_fd_sc_hd__nand2_1: 434 / 434
sky130_fd_sc_hd__o21ai_0: 138 / 138
sky130_fd_sc_hd__inv_1: 237 / 234
-- synth_stat cells, types with 23 or more instances --
| library cell | count |
|---|---|
| sky130_fd_sc_hd__xnor2_1 | 63 |
| sky130_fd_sc_hd__nand4_1 | 34 |
| sky130_fd_sc_hd__edfxtp_1 | 275 |
| sky130_fd_sc_hd__nor3_1 | 45 |
| sky130_fd_sc_hd__o2bb2ai_1 | 66 |
| sky130_fd_sc_hd__nand3_1 | 94 |
| sky130_fd_sc_hd__nor2_1 | 213 |
| sky130_fd_sc_hd__o21ai_0 | 138 |
| sky130_fd_sc_hd__nand2_1 | 434 |
| sky130_fd_sc_hd__a221o_1 | 26 |
| sky130_fd_sc_hd__and3_1 | 40 |
| sky130_fd_sc_hd__inv_1 | 237 |
| sky130_fd_sc_hd__clkbuf_1 | 160 |
| sky130_fd_sc_hd__and2_1 | 153 |
| sky130_fd_sc_hd__buf_1 | 27 |
| sky130_fd_sc_hd__a22o_1 | 130 |
| sky130_fd_sc_hd__a31oi_1 | 37 |
| sky130_fd_sc_hd__a21oi_1 | 107 |
| sky130_fd_sc_hd__ha_1 | 130 |
| sky130_fd_sc_hd__o31ai_1 | 23 |
| sky130_fd_sc_hd__o22ai_1 | 41 |
| sky130_fd_sc_hd__nor2b_1 | 25 |
| sky130_fd_sc_hd__fa_1 | 147 |
| sky130_fd_sc_hd__a211oi_1 | 28 |
| sky130_fd_sc_hd__dfxtp_1 | 69 |
| sky130_fd_sc_hd__mux2i_1 | 39 |
| sky130_fd_sc_hd__a22oi_1 | 32 |
-- final cells by class --
type                            instances  area, um2
Inverter                              239        905
Tap cell                              950       1190
Sequential cell                       344       9640
Multi-Input combinational cell       2391      17800
Antenna cell                            2       5.00
Timing Repair Buffer                  143       1190
Fill cell                            6694      39500
Clock inverter                         20        263
Clock buffer                           52       1120
-- sequential cells by signal, summed over array words and instances (netlist names), 4 cells and up --
register	count
matrixRom.z	10
controlMod.countLoad	5
controlMod.countVec	4
controlMod.countComp	9
controlMod.out_index_count	9
vector.mem	240
datapathMod.output_data	20
vector.data_out	20
datapathMod.result	21
-- cell families after synthesis --
kind of cell | synth area share, %
AND/OR/NAND/NOR | 19.5
multiplexers | 3.05
other | 0.0129
XOR/XNOR | 2.47
buffers and inverters | 5.82
adder cells (fa/ha/maj) | 15.8
AND-OR/OR-AND | 20.2
flip-flops | 33.2
-- routing by layer --
| layer | GRT usage [%] | up-vias | wire length [um] | share of wire, % |
|---|---|---|---|---|
| li1 | - | 11526 | - | - |
| met1 | 46.9 | 12709 | 46000 | 40 |
| met2 | 43.6 | 1666 | 47000 | 41 |
| met3 | 15.7 | 339 | 15900 | 14 |
| met4 | 12.0 | 15 | 5560 | 4.8 |
| met5 | 0.449 | - | 136 | 0.12 |
-- path summary, 6_finish.rpt --
kind | endpoint | slack (ns) | cells after the start
worst min-delay path | datapathMod.result[9] | 0.51 | 2
worst min register to register | datapathMod.result[9] | 0.51 | 2
worst max register to register | datapathMod.result[11] | 13.10 | 29
worst max-delay path | vector.mem[143] | 12.26 | 13
-- power groups by stage --
| stage | Clock (W) | Combinational, W | Sequential, W |
|---|---|---|---|
| 4_1_cts | 0.000707 | 0.00265 | 0.000795 |
| 5_1_grt | 0.000731 | 0.00296 | 0.000800 |
| 6_report | 0.000695 | 0.00262 | 0.000796 |
Power figures rest on the tool's default switching activity, not on a simulated workload.
