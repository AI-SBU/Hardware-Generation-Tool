==> flow/design.v <==
module fc_5_2_9_1_1(clk, reset, input_valid, input_ready, input_data, output_valid, output_ready, output_data);
	parameter M = 5;
	parameter N = 2;
	parameter T = 9;
	parameter R = 1;
	localparam LOGSIZE_M = $clog2(M*N);
	localparam LOGSIZE_N = $clog2(N);
	input clk, reset, input_valid, output_ready;
	input signed [T-1 : 0] input_data;
	output signed [T-1 : 0] output_data;
	output output_valid, input_ready;
	logic unsigned[3 : 0] addr_w;
	logic unsigned[0 : 0] addr_x;
	logic signed [8 : 0] v_out, m_out;
	logic unsigned wr_en_x;
	logic unsigned clear_acc;
	logic unsigned en_acc;
	controlFSM #(5,2) controlMod(.clk(clk), .reset(reset), .input_valid(input_valid), .output_ready(output_ready),
									.addr_x(addr_x) , .wr_en_x(wr_en_x),.addr_w(addr_w), .en_acc(en_acc), .clear_acc(clear_acc),
									.input_ready(input_ready), .output_valid(output_valid));
	datapath #(9, 1) datapathMod(.clk(clk), .reset(reset), .m_out(m_out), .v_out(v_out),
									.en_acc(en_acc), .output_data(output_data), .clear_acc(clear_acc), .output_valid(output_valid),
									.output_ready(output_ready));
	memory #(9, 2 )  vector(.clk(clk), .data_in(input_data), .data_out(v_out), .addr(addr_x), .wr_en(wr_en_x));
	fc_5_2_9_1_1_W_rom  matrixRom(.clk(clk), .addr(addr_w), .z(m_out));
endmodule
module fc_5_2_9_1_1_W_rom(clk, addr, z);
   input clk;
   input [3:0] addr;
   output logic signed [8:0] z;
   always_ff @(posedge clk) begin
      case(addr)
        0: z <= -9'd3;
        1: z <= -9'd6;
        2: z <= 9'd1;
        3: z <= -9'd6;
        4: z <= 9'd3;
        5: z <= 9'd0;
        6: z <= -9'd1;
        7: z <= 9'd5;
        8: z <= -9'd8;
        9: z <= 9'd1;
      endcase
   end
endmodule
module controlFSM(clk, reset, input_valid, output_ready, addr_x, wr_en_x,addr_w,
                 clear_acc, en_acc, input_ready, output_valid);
    parameter M = 12;
    parameter N = 12;
    localparam LOGSIZE_M = $clog2(M*N);  
    localparam LOGSIZE_N = $clog2(N);
    input clk;
    input reset;
    input input_valid;
    input output_ready;
    output logic unsigned [LOGSIZE_N-1 : 0] addr_x;  
    output logic unsigned [LOGSIZE_M-1 : 0] addr_w;  
    output logic wr_en_x;  
    output logic clear_acc;
    output logic en_acc;
    output logic input_ready;
    output logic output_valid;
    logic unsigned [LOGSIZE_N : 0] countLoad;  
    logic unsigned [LOGSIZE_M : 0] countComp;  
    logic unsigned [LOGSIZE_N-1 : 0] countVec;
    logic unsigned iterationDone;
    logic unsigned loadingDone;
    logic unsigned [LOGSIZE_M : 0] out_index_count; 
    logic unsigned temp;
    typedef enum logic {Loading, Compute} State;
    State currentState, nextState;
    always_ff @(posedge clk) begin
        if(reset) begin
            currentState <= Loading;
        end
        else currentState <= nextState;
    end
    always_comb begin
        case (currentState)
            Loading: begin
                if(countLoad == N) begin
                    loadingDone = 1;
                    nextState = Compute;  
                end 
                else begin
                    nextState = Loading;
                    loadingDone = 0;
                end
            end
            Compute: begin
                loadingDone = 0;
                if(out_index_count == M) nextState = Loading;
                else nextState = Compute;
            end
            default: begin
                nextState = Loading;
                loadingDone = 0;
            end
        endcase
    end
    always_comb begin
        if (currentState == Loading) begin
            addr_w = 0;
            if(countLoad < N) begin
                input_ready = 1;
                wr_en_x = 1;
            end
            else begin
                input_ready = 0;
                wr_en_x = 0;
            end
            if(input_valid && input_ready) begin
                if(countLoad < N) begin
                    wr_en_x = 1; 
                    addr_x = countLoad;
                end
                else begin
                    wr_en_x = 0;
                    addr_x = 0;
                end
            end
            else begin
                wr_en_x = 0;
                addr_x = 0;
            end
        end
        else if (currentState == Compute) begin
            wr_en_x = 0;
            input_ready = 0;
            addr_w = countComp;
            addr_x = countVec;
        end
        else begin
            input_ready = 0;
            wr_en_x = 0;
            addr_x = 0;
            addr_w = 0;
        end
    end
    always_ff @(posedge clk) begin
        if(currentState == Loading) begin
            if(reset) countLoad <= 0;
            countComp <= 0;
            countVec <= 0;
            en_acc <= 0;
            clear_acc <= 1; 
            output_valid <= 0;
            iterationDone <= 0;
            temp <= 0;
            out_index_count <= 0;
            if(loadingDone == 1)begin
                countLoad <= 0;
            end
            if(input_valid && input_ready)
                countLoad <= countLoad + 1;  
        end
        if(currentState == Compute)begin
            if(iterationDone) begin
                en_acc <= 0;
                output_valid <= 1;
                if(output_ready && output_valid)begin
                    iterationDone <= 0;
                    clear_acc <= 1;
                    output_valid <= 0;
                    temp <= 1;
                    out_index_count <= out_index_count + 1; 
                end 
            end
            else begin
                clear_acc <= 0;
                if(countComp == 0 || countVec != 0 || temp) begin  
                    countComp <= countComp + 1;
                    if(countVec == N-1) countVec <= 0;
                    else countVec <= countVec + 1;
                    en_acc <= 1;
                    output_valid <= 0;
                    temp <= 0; 
                end        
                else begin
                    iterationDone <= 1;
                end
            end 
        end
    end
endmodule
module datapath(clk, reset, clear_acc, en_acc,
                output_data, output_ready, output_valid, m_out, v_out);
    parameter WIDTH = 12;
    parameter R = 0;
    input clk, reset;
    input unsigned clear_acc, en_acc;
    output logic signed [WIDTH-1 : 0] output_data;
    input logic output_ready;
    input logic output_valid;
    input logic signed [WIDTH - 1 : 0] v_out;
    input logic signed [WIDTH - 1 : 0] m_out;
    logic signed [WIDTH : 0] result;
    logic signed [WIDTH : 0] intermediate;
    logic signed [WIDTH - 1 : 0] m_data_out_y;
    always_comb begin
        intermediate = (v_out * m_out);  
    end
    always_ff @(posedge clk) begin
        if(clear_acc) begin
        end
        else if (en_acc) begin
            if(result > 2**(WIDTH-1) -1) begin 
                output_data <= 2**(WIDTH-1) -1;
            end
            else if(result < -(2**(WIDTH-1))) begin
                if(R == 1) output_data <= 0;
                else begin                    
                    output_data <= -(2**(WIDTH-1));
                end
            end
            else begin
                if(R == 1 && result < 0)
                    output_data <= 0;
                else output_data <= result;                
            end
        end
    end
    always_ff @(posedge clk) begin
        if(clear_acc) begin
            result <= 0;
        end
        else if(en_acc) begin
            if((result + intermediate)  > 2**(WIDTH-1) -1) begin
                result <=  2**(WIDTH-1) -1;
            end
            else if ((result + intermediate) < -(2**(WIDTH-1))) begin
                result <= -(2**(WIDTH-1));
            end    
            else result <= intermediate + result;
        end
    end
endmodule
module memory(clk, data_in, data_out, addr, wr_en);
    parameter                   WIDTH = 16;  
    parameter                   SIZE = 64;   
    localparam                  LOGSIZE = $clog2(SIZE);  
    input [WIDTH-1 : 0]         data_in;
    output logic [WIDTH-1 : 0]  data_out;
    input [LOGSIZE-1 : 0]       addr;
    input                       clk;
    input                       wr_en;
    logic [SIZE-1 : 0][WIDTH-1 : 0] mem;
    always_ff @(posedge clk) begin
        data_out <= mem[addr];
        if(wr_en) 
            mem[addr] <= data_in;
    end
endmodule
==> flow/run.sh <==
#!/bin/bash
# OpenROAD 26Q1-2900-gdf79404cd8, Yosys 0.63+post, stock flow scripts
make -C /OpenROAD-flow-scripts/flow DESIGN_CONFIG=/design/flow/config.mk WORK_HOME=/design/flow/orfs finish
==> flow/config.mk <==
export PLATFORM = sky130hd
export DESIGN_NAME = fc_5_2_9_1_1
export DESIGN_NICKNAME = fc_5_2_9_1_1
export VERILOG_FILES = /design/flow/design.v
export SDC_FILE = /design/flow/constraint.sdc
export NUM_CORES = 4
export LEC_CHECK = 1
export CORE_UTILIZATION = 40
==> flow/constraint.sdc <==
current_design fc_5_2_9_1_1

set clk_period 10.0
set clk_io_pct 0.2

create_clock -name clk0 -period $clk_period [get_ports {clk}]

set non_clock_inputs [all_inputs -no_clocks]
set_input_delay [expr $clk_period * $clk_io_pct] -clock clk0 $non_clock_inputs
set_output_delay [expr $clk_period * $clk_io_pct] -clock clk0 [all_outputs]
==> flow_metrics.tcl <==
# yosys + openroad results
set metrics [dict create \
    path_delay_family "adder cells" \
    fmax_ghz 0.180 \
    grtUsageTotal_pct 14.7 \
    fp_util_pct 41.7 \
    yosys_warnings 4 \
    wl_met1_um 3670 \
    clkSinkCount 69 \
    synth_cell_types 49 \
    die-area_um2 11300 \
    worstPathRequired_ns 10.20 \
    r2r_end "datapathMod.result[2]" \
    vias 2811 \
    hold_viol_final 0 \
    layout_top_cell "nand2_1" \
    crit_arrival_ns 5.76 \
    synthArstFlopShare_pct 0 \
    synth_flop_count 69 \
    antennaDiodeCount 0 \
    dieWidth_um 106 \
    rr_worst_depth 23 \
    max_stage_delay_ns 0.57 \
    drtPass1Iterations 4 \
    warnings 28 \
    cp-start-kind "register" \
    cts_tree "built" \
    dp_cells 564 \
    route.met3.wl_um 196 \
    antenna_found_initial 0 \
    first_iter_violations 88 \
    r2r_setup_slack_ns 4.44 \
    fin_crit_ns 5.56 \
    cp-end-kind "register" \
    worst_pin_slew_ns 0.793 \
    avgSynthCellArea_um2 10.4 \
    cts_setup_buffers 0 \
    skew_ns 0.00647 \
    gp_congestion 0.856 \
    drive_gt1_share_pct 7.66 \
    fin_util_pct 47.1 \
    status "finished, final reports clean" \
    grt_pass1_vias 2719 \
    wl_per_cell_um 12.4 \
    n_fill_cell 995 \
    synthCells 420 \
    ys.flop_type "dfxtp_1" \
    met2WireLength_um 3240 \
    dr.max_layer_used "met4" \
    post_cts_resized 0 \
    crit_chain "nand2_1 > fa_1 > inv_1 > fa_1 > inv_1 > fa_1 > inv_1 > fa_1 > ha_1 > ha_1 > a21o_1 > a21oi_1 > xnor2_1 > xnor2_1 > xnor2_1 > ha_1 > inv_1 > nand2_1 > o21ai_0 > o311ai_1 > o21ai_2 > nand2b_4 > o211ai_1" \
    edf_count 33 \
    worst-path-buf-inv 4 \
    fin_crit_sh_pct 55.6 \
    fin_setup_tns_ns 0 \
    crit_type "register to register" \
    crit_slowest_cell "fa_1" \
    fp.dieH_um 106 \
    io_buffers 23 \
    yosysSeqAreaShare_pct 39.2 \
    worstHoldEndpoint "vector.data_out[4]" \
    rows 37 \
    slew_headroom_pct 46.9 \
    htreeDepth 3 \
    rsz0062_at_grt "false" \
    coreArea_um2 10500 \
    setup_viol 0 \
    ant_nets 0 \
    r2r_start "matrixRom.z[2]" \
    place_hpwl_um 5360 \
    root_buffer "clkbuf_8" \
    grt_pass1_wl_um 12800 \
    clockBufferDepth 2 \
    cts_buffers 9 \
    cts_hold_buf 0 \
    avgViaCountPerCell 4.85 \
    yosysCellCount 420 \
    ios 24 \
    crit_fanout 8 \
    syn_to_final_growth_pct 12.8 \
    grt_max_degree 27 \
    drcViolationCount 0 \
    clk_pin_slew_worst_paths_ns 0.07 \
    syn-cell-area_um2 4360 \
    final_cells 580 \
    cap_violations 0 \
    clock_latency_ns 0.33 \
    grt_overflow_total 0 \
    hold_class "register to register" \
    min_path_cells 1 \
    final_cell_mix "nand2_1, ha_1, dfxtp_1" \
    wirelength_um 7210 \
    yosys_area_um2 4360 \
    slew_violations 0 \
]
cell families (layout without fill, tap and decap cells):
| kind of cell | Yosys count | in the layout | synth area share, % |
|---|---|---|---|
| other cells | 1 | 1 | 0.0860 |
| mux | 11 | 11 | 2.78 |
| xor+xnor | 37 | 37 | 7.43 |
| fa+ha+maj | 62 | 62 | 21.7 |
| buf+inv | 46 | 70 | 4.07 |
| simple gates | 135 | 135 | 15.1 |
| flops | 69 | 69 | 39.2 |
| compound gates | 59 | 59 | 9.52 |
worst reg2reg max path, stage by stage (launching register included):
cell	delay, ns
edfxtp_1	0.50
nand2_1	0.12
fa_1	0.57
inv_1	0.06
fa_1	0.50
inv_1	0.05
fa_1	0.47
inv_1	0.05
fa_1	0.48
ha_1	0.31
ha_1	0.33
a21o_1	0.17
a21oi_1	0.19
xnor2_1	0.15
xnor2_1	0.15
xnor2_1	0.14
ha_1	0.29
inv_1	0.10
nand2_1	0.10
o21ai_0	0.17
o311ai_1	0.14
o21ai_2	0.11
nand2b_4	0.18
o211ai_1	0.11
final cells by class:
type | count | area, um2 | share of cell area [%]
clock buffer | 9 | 124 | 2.52
tap | 136 | 170 | 3.46
multi-input combinational | 305 | 2470 | 50.2
clock inverter | 7 | 90.1 | 1.83
timing repair buffer | 25 | 245 | 4.98
sequential | 69 | 1710 | 34.8
inverter | 29 | 109 | 2.21
through the flow:
stage | worst slack, ns | hold slack, ns | instance area [um2]
CTS | 4.39 | 0.481 | 4920
global placement | 4.49 | 0.452 | 4710
floorplan | 4.74 | 0.431 | 4360
global route | 4.09 | 0.498 | 4920
detailed placement | 4.39 | 0.455 | 4710
finish | 4.44 | 0.475 | 4920
cells in the mapped netlist, types with 8 or more instances:
| library cell | instances | area (um2) |
|---|---|---|
| fa_1 | 23 | 460 |
| edfxtp_1 | 33 | 991 |
| ha_1 | 39 | 488 |
| o211ai_1 | 8 | 60.1 |
| inv_1 | 29 | 109 |
| xor2_1 | 9 | 78.8 |
| nand2_1 | 46 | 173 |
| nor2_1 | 31 | 116 |
| and2_1 | 29 | 181 |
| dfxtp_1 | 36 | 721 |
| a21oi_1 | 19 | 95.1 |
| a21o_1 | 8 | 60.1 |
| mux2_2 | 9 | 101 |
| clkbuf_1 | 14 | 52.6 |
| xnor2_1 | 28 | 245 |
routing by layer:
layer / track usage [%] / vias to the layer above
met5: 0 / -
met4: 1.76 / 0
met3: 1.88 / 7
met2: 22.3 / 39
met1: 24.6 / 1304
li1: - / 1461
worst max path at each step:
stage	from	end	slack, ns	cells past startpoint
4_1_cts	matrixRom.z[1]	datapathMod.result[2]	4.39	23
5_1_grt	matrixRom.z[2]	datapathMod.result[6]	4.09	23
6_report	matrixRom.z[2]	datapathMod.result[2]	4.44	23
