## flow/design.v

```verilog
module fc_13_16_32_1_1(clk, reset, input_valid, input_ready, input_data, output_valid, output_ready, output_data);
	parameter M = 13;
	parameter N = 16;
	parameter T = 32;
	parameter R = 1;
	localparam LOGSIZE_M = $clog2(M*N);
	localparam LOGSIZE_N = $clog2(N);
	input clk, reset, input_valid, output_ready;
	input signed [T-1 : 0] input_data;
	output signed [T-1 : 0] output_data;
	output output_valid, input_ready;
	logic unsigned[7 : 0] addr_w;
	logic unsigned[3 : 0] addr_x;
	logic signed [31 : 0] v_out, m_out;
	logic unsigned wr_en_x;
	logic unsigned clear_acc;
	logic unsigned en_acc;
	controlFSM #(13,16) controlMod(.clk(clk), .reset(reset), .input_valid(input_valid), .output_ready(output_ready),
									.addr_x(addr_x) , .wr_en_x(wr_en_x),.addr_w(addr_w), .en_acc(en_acc), .clear_acc(clear_acc),
									.input_ready(input_ready), .output_valid(output_valid));
	datapath #(32, 1) datapathMod(.clk(clk), .reset(reset), .m_out(m_out), .v_out(v_out),
									.en_acc(en_acc), .output_data(output_data), .clear_acc(clear_acc), .output_valid(output_valid),
									.output_ready(output_ready));
	memory #(32, 16 )  vector(.clk(clk), .data_in(input_data), .data_out(v_out), .addr(addr_x), .wr_en(wr_en_x));
	fc_13_16_32_1_1_W_rom  matrixRom(.clk(clk), .addr(addr_w), .z(m_out));
endmodule
module fc_13_16_32_1_1_W_rom(clk, addr, z);
   input clk;
   input [7:0] addr;
   output logic signed [31:0] z;
   always_ff @(posedge clk) begin
      case(addr)
        0: z <= -32'd6370;
        1: z <= -32'd27204;
        2: z <= -32'd1490;
        3: z <= 32'd10299;
        4: z <= -32'd32735;
        5: z <= -32'd24362;
        6: z <= -32'd16502;
        7: z <= -32'd27717;
        8: z <= 32'd14015;
        9: z <= 32'd25893;
        10: z <= 32'd3385;
        11: z <= 32'd16193;
        12: z <= 32'd19209;
        13: z <= -32'd8654;
        14: z <= -32'd29767;
        15: z <= 32'd12507;
        16: z <= -32'd28465;
        17: z <= -32'd29370;
        18: z <= 32'd9207;
        19: z <= -32'd23541;
        20: z <= 32'd7627;
        21: z <= -32'd20947;
        22: z <= -32'd27771;
        23: z <= -32'd16077;
        24: z <= -32'd22555;
        25: z <= 32'd25622;
        26: z <= 32'd25772;
        27: z <= 32'd8993;
        28: z <= -32'd16559;
        29: z <= -32'd18548;
        30: z <= 32'd8074;
        31: z <= 32'd9839;
        32: z <= -32'd12983;
        33: z <= -32'd26184;
        34: z <= -32'd12630;
        35: z <= -32'd12950;
        36: z <= -32'd17778;
        37: z <= 32'd3636;
        38: z <= -32'd7899;
        39: z <= 32'd29006;
        40: z <= -32'd3239;
        41: z <= 32'd28254;
        42: z <= 32'd12431;
        43: z <= -32'd16798;
        44: z <= -32'd13168;
        45: z <= 32'd15432;
        46: z <= 32'd28477;
        47: z <= -32'd8865;
        48: z <= 32'd18831;
        49: z <= 32'd4916;
        50: z <= 32'd362;
        51: z <= -32'd6310;
        52: z <= 32'd16737;
        53: z <= 32'd5360;
        54: z <= 32'd10381;
        55: z <= 32'd26950;
        56: z <= -32'd1786;
        57: z <= 32'd3386;
        58: z <= 32'd3175;
        59: z <= 32'd14423;
        60: z <= 32'd17606;
        61: z <= -32'd21518;
        62: z <= -32'd8506;
        63: z <= -32'd28145;
        64: z <= -32'd14934;
        65: z <= 32'd11632;
        66: z <= -32'd8327;
        67: z <= 32'd57;
        68: z <= -32'd17500;
        69: z <= 32'd16542;
        70: z <= -32'd3705;
        71: z <= 32'd12030;
        72: z <= 32'd12029;
        73: z <= -32'd24042;
        74: z <= 32'd28000;
        75: z <= 32'd31629;
        76: z <= 32'd24159;
        77: z <= 32'd23710;
        78: z <= -32'd10003;
        79: z <= 32'd10222;
        80: z <= -32'd4142;
        81: z <= 32'd23127;
        82: z <= -32'd28856;
        83: z <= -32'd20172;
        84: z <= -32'd4281;
        85: z <= 32'd14294;
        86: z <= -32'd25990;
        87: z <= 32'd26701;
        88: z <= -32'd15088;
        89: z <= 32'd9954;
        90: z <= 32'd8356;
        91: z <= -32'd30250;
        92: z <= 32'd21204;
        93: z <= 32'd32618;
        94: z <= -32'd25626;
        95: z <= -32'd26498;
        96: z <= 32'd11482;
        97: z <= -32'd1185;
        98: z <= 32'd6327;
        99: z <= 32'd26751;
        100: z <= -32'd17410;
        101: z <= -32'd30146;
        102: z <= 32'd6013;
        103: z <= 32'd27387;
        104: z <= -32'd21419;
        105: z <= 32'd1245;
        106: z <= 32'd26248;
        107: z <= -32'd30028;
        108: z <= -32'd7813;
        109: z <= -32'd16523;
        110: z <= 32'd12962;
        111: z <= 32'd20814;
        112: z <= -32'd26163;
        113: z <= 32'd16874;
        114: z <= -32'd32126;
        115: z <= 32'd2324;
        116: z <= -32'd1600;
        117: z <= -32'd25348;
        118: z <= -32'd3742;
        119: z <= 32'd16080;
        120: z <= 32'd17374;
        121: z <= -32'd28154;
        122: z <= 32'd18599;
        123: z <= 32'd5810;
        124: z <= -32'd28303;
        125: z <= 32'd25741;
        126: z <= 32'd12081;
        127: z <= 32'd15947;
        128: z <= -32'd8212;
        129: z <= -32'd14360;
        130: z <= 32'd9930;
        131: z <= 32'd7146;
        132: z <= -32'd11737;
        133: z <= -32'd16825;
        134: z <= 32'd1765;
        135: z <= -32'd388;
        136: z <= 32'd17189;
        137: z <= -32'd4754;
        138: z <= 32'd2352;
        139: z <= -32'd23392;
        140: z <= 32'd11491;
        141: z <= -32'd17454;
        142: z <= 32'd30190;
        143: z <= 32'd18096;
        144: z <= 32'd32188;
        145: z <= 32'd30832;
        146: z <= -32'd12347;
        147: z <= -32'd2179;
        148: z <= -32'd27283;
        149: z <= 32'd16679;
        150: z <= -32'd18867;
        151: z <= 32'd22859;
        152: z <= 32'd21293;
        153: z <= 32'd32500;
        154: z <= -32'd4098;
        155: z <= 32'd25758;
        156: z <= 32'd25473;
        157: z <= -32'd24785;
        158: z <= 32'd8938;
        159: z <= -32'd15506;
        160: z <= -32'd6377;
        161: z <= -32'd13900;
        162: z <= 32'd24408;
        163: z <= 32'd14654;
        164: z <= 32'd2044;
        165: z <= -32'd6594;
        166: z <= -32'd18502;
        167: z <= -32'd13535;
        168: z <= 32'd21420;
        169: z <= 32'd16618;
        170: z <= -32'd4159;
        171: z <= 32'd143;
        172: z <= 32'd31932;
        173: z <= -32'd6736;
        174: z <= -32'd14528;
        175: z <= 32'd31353;
        176: z <= -32'd8672;
        177: z <= 32'd5893;
        178: z <= -32'd3594;
        179: z <= -32'd3187;
        180: z <= -32'd10196;
        181: z <= 32'd10307;
        182: z <= -32'd13095;
        183: z <= -32'd21671;
        184: z <= 32'd10040;
        185: z <= 32'd15575;
        186: z <= -32'd28680;
        187: z <= 32'd2745;
        188: z <= 32'd23558;
        189: z <= 32'd13026;
        190: z <= 32'd20007;
        191: z <= -32'd15587;
        192: z <= 32'd31894;
        193: z <= 32'd11648;
        194: z <= 32'd31836;
        195: z <= 32'd1170;
        196: z <= -32'd27714;
        197: z <= -32'd19434;
        198: z <= 32'd20403;
        199: z <= 32'd26474;
        200: z <= 32'd29953;
        201: z <= -32'd16523;
        202: z <= -32'd6151;
        203: z <= 32'd29117;
        204: z <= 32'd9509;
        205: z <= 32'd12089;
        206: z <= 32'd27702;
        207: z <= -32'd31931;
      endcase
   end
endmodule
module controlFSM(clk, reset, input_valid, output_ready, addr_x, wr_en_x,addr_w,
                 clear_acc, en_acc, input_ready, output_valid);
    parameter M = 12;
    parameter N = 12;
    localparam LOGSIZE_M = $clog2(M*N);  
    localparam LOGSIZE_N = $clog2(N);
    input clk;
    input reset;
    input input_valid;
    input output_ready;
    output logic unsigned [LOGSIZE_N-1 : 0] addr_x;  
    output logic unsigned [LOGSIZE_M-1 : 0] addr_w;  
    output logic wr_en_x;  
    output logic clear_acc;
    output logic en_acc;
    output logic input_ready;
    output logic output_valid;
    logic unsigned [LOGSIZE_N : 0] countLoad;  
    logic unsigned [LOGSIZE_M : 0] countComp;  
    logic unsigned [LOGSIZE_N-1 : 0] countVec;
    logic unsigned iterationDone;
    logic unsigned loadingDone;
    logic unsigned [LOGSIZE_M : 0] out_index_count; 
    logic unsigned temp;
    typedef enum logic {Loading, Compute} State;
    State currentState, nextState;
    always_ff @(posedge clk) begin
        if(reset) begin
            currentState <= Loading;
        end
        else currentState <= nextState;
    end
    always_comb begin
        case (currentState)
            Loading: begin
                if(countLoad == N) begin
                    loadingDone = 1;
                    nextState = Compute;  
                end 
                else begin
                    nextState = Loading;
                    loadingDone = 0;
                end
            end
            Compute: begin
                loadingDone = 0;
                if(out_index_count == M) nextState = Loading;
                else nextState = Compute;
            end
            default: begin
                nextState = Loading;
                loadingDone = 0;
            end
        endcase
    end
    always_comb begin
        if (currentState == Loading) begin
            addr_w = 0;
            if(countLoad < N) begin
                input_ready = 1;
                wr_en_x = 1;
            end
            else begin
                input_ready = 0;
                wr_en_x = 0;
            end
            if(input_valid && input_ready) begin
                if(countLoad < N) begin
                    wr_en_x = 1; 
                    addr_x = countLoad;
                end
                else begin
                    wr_en_x = 0;
                    addr_x = 0;
                end
            end
            else begin
                wr_en_x = 0;
                addr_x = 0;
            end
        end
        else if (currentState == Compute) begin
            wr_en_x = 0;
            input_ready = 0;
            addr_w = countComp;
            addr_x = countVec;
        end
        else begin
            input_ready = 0;
            wr_en_x = 0;
            addr_x = 0;
            addr_w = 0;
        end
    end
    always_ff @(posedge clk) begin
        if(currentState == Loading) begin
            if(reset) countLoad <= 0;
            countComp <= 0;
            countVec <= 0;
            en_acc <= 0;
            clear_acc <= 1; 
            output_valid <= 0;
            iterationDone <= 0;
            temp <= 0;
            out_index_count <= 0;
            if(loadingDone == 1)begin
                countLoad <= 0;
            end
            if(input_valid && input_ready)
                countLoad <= countLoad + 1;  
        end
        if(currentState == Compute)begin
            if(iterationDone) begin
                en_acc <= 0;
                output_valid <= 1;
                if(output_ready && output_valid)begin
                    iterationDone <= 0;
                    clear_acc <= 1;
                    output_valid <= 0;
                    temp <= 1;
                    out_index_count <= out_index_count + 1; 
                end 
            end
            else begin
                clear_acc <= 0;
                if(countComp == 0 || countVec != 0 || temp) begin  
                    countComp <= countComp + 1;
                    if(countVec == N-1) countVec <= 0;
                    else countVec <= countVec + 1;
                    en_acc <= 1;
                    output_valid <= 0;
                    temp <= 0; 
                end        
                else begin
                    iterationDone <= 1;
                end
            end 
        end
    end
endmodule
module datapath(clk, reset, clear_acc, en_acc,
                output_data, output_ready, output_valid, m_out, v_out);
    parameter WIDTH = 12;
    parameter R = 0;
    input clk, reset;
    input unsigned clear_acc, en_acc;
    output logic signed [WIDTH-1 : 0] output_data;
    input logic output_ready;
    input logic output_valid;
    input logic signed [WIDTH - 1 : 0] v_out;
    input logic signed [WIDTH - 1 : 0] m_out;
    logic signed [WIDTH : 0] result;
    logic signed [WIDTH : 0] intermediate;
    logic signed [WIDTH - 1 : 0] m_data_out_y;
    always_comb begin
        intermediate = (v_out * m_out);  
    end
    always_ff @(posedge clk) begin
        if(clear_acc) begin
        end
        else if (en_acc) begin
            if(result > 2**(WIDTH-1) -1) begin 
                output_data <= 2**(WIDTH-1) -1;
            end
            else if(result < -(2**(WIDTH-1))) begin
                if(R == 1) output_data <= 0;
                else begin                    
                    output_data <= -(2**(WIDTH-1));
                end
            end
            else begin
                if(R == 1 && result < 0)
                    output_data <= 0;
                else output_data <= result;                
            end
        end
    end
    always_ff @(posedge clk) begin
        if(clear_acc) begin
            result <= 0;
        end
        else if(en_acc) begin
            if((result + intermediate)  > 2**(WIDTH-1) -1) begin
                result <=  2**(WIDTH-1) -1;
            end
            else if ((result + intermediate) < -(2**(WIDTH-1))) begin
                result <= -(2**(WIDTH-1));
            end    
            else result <= intermediate + result;
        end
    end
endmodule
module memory(clk, data_in, data_out, addr, wr_en);
    parameter                   WIDTH = 16;  
    parameter                   SIZE = 64;   
    localparam                  LOGSIZE = $clog2(SIZE);  
    input [WIDTH-1 : 0]         data_in;
    output logic [WIDTH-1 : 0]  data_out;
    input [LOGSIZE-1 : 0]       addr;
    input                       clk;
    input                       wr_en;
    logic [SIZE-1 : 0][WIDTH-1 : 0] mem;
    always_ff @(posedge clk) begin
        data_out <= mem[addr];
        if(wr_en) 
            mem[addr] <= data_in;
    end
endmodule
```

## flow/run.sh

```bash
#!/bin/bash
# OpenROAD 26Q1-2900-gdf79404cd8, Yosys 0.63+post, stock flow scripts
make -C /OpenROAD-flow-scripts/flow DESIGN_CONFIG=/design/flow/config.mk WORK_HOME=/design/flow/orfs finish
```

## flow/config.mk

```make
export PLATFORM = sky130hd
export DESIGN_NAME = fc_13_16_32_1_1
export DESIGN_NICKNAME = fc_13_16_32_1_1
export VERILOG_FILES = /design/flow/design.v
export SDC_FILE = /design/flow/constraint.sdc
export NUM_CORES = 4
export LEC_CHECK = 1
export CORE_UTILIZATION = 30
```

## flow/constraint.sdc

```tcl
current_design fc_13_16_32_1_1

set clk_period 35.5
set clk_io_pct 0.2

create_clock -name clk0 -period $clk_period [get_ports {clk}]

set non_clock_inputs [all_inputs -no_clocks]
set_input_delay [expr $clk_period * $clk_io_pct] -clock clk0 $non_clock_inputs
set_output_delay [expr $clk_period * $clk_io_pct] -clock clk0 [all_outputs]
```

==> results.txt <==
run results: initial antenna violation count 16, setup_tns 0 ps, PortBufs 69, final setup margin roughly 24000 ps, synthesized instance count roughly 5500, CP Depth 12, worst setup path class input pin to register, Area Overhead vs Synth 11.2%, top cells, area edfxtp_1 32%, fa_1 17%, nand2_1 7.4%, a22o_1 4.3%, inv_1 4.0%, Synth top area share between 30% and 40%, ys async rst share 0%, vias around 42000, DRC 0, Root Buffer clkbuf_16, Rel. slew slack between 30% and 40%, vias in the first global route ~43000, CTS clk-pin slew, worst paths roughly 60 ps, Reg-to-Reg Start matrixRom.z[30]$_DFFE_PP_, DR WL/cell approximately 24 um, CTS resizes 0, Worst Path Buf+Inv 5, Yosys chip area between 0.05 and 0.06 mm^2, CTS Buffer Depth 3, cells in synth_stat.txt around 5500, Final setup viols 0, Tot GR Track Use between 20 and 25%, Crit path max-delay family buffers and inverters, vias per cell about 5.3, Final Cycle Share between 30% and 40%, CP most frequent cell buf_4, post-detailed-route count of antenna-violating nets 0, Cell Rows between 150 and 200, Critical Path RT 35900 ps, Synth cell types between 80 and 90, Post-synth seq share 36.0%, IO Pins approximately 70, syn avg cell area between 9 and 10 um^2, Log Warnings between 40 and 50, Max stage delay on crit path 640 ps, CP endpoint vector.mem[263]$_DFFE_PP_, layout cells sized above 1 between 8 and 9%, core area roughly 0.17 mm^2, Post-Route WL around 190000 um, die height around 420 um, global placer's final weighted congestion between 1 and 1.5, TritonCTS Buffers 71, crit end category register, beginning of the critical path input_valid, Hold Vio Cnt, Final 0, RR Endpoint datapathMod.result[30]$_SDFFE_PP0P_, fmax approximately 88 MHz, CTS tree built, 1st-pass router iterations 5, CP cell instances clkdlybuf4s50_1 > nand2_1 > inv_8 > a22oi_2 > inv_4 > nor3_1 > ha_1 > nand2b_2 > buf_4 > nor2_4 > buf_4 > mux2_2, status finished, final reports clean, DR iter-0 viols around 3200, first-pass GRT wire length ~280000 um, post-CTS setup buffer count 0, Tmin final between 10000 and 15000 ps, GRT overflow 0, Worst Max-Slew Pin Slew 1040 ps, area of the mapped netlist 0.0524 mm^2, hpwl dp between 100000 and 150000 um, RSZ-0062 raised after global routing false, clock sink count between 600 and 700, max-cap violation count 0, YS warnings 4, #FFs+latches synth 658, Dominant flop cell edfxtp_1, Chip Width about 420 um, # hold bufs at CTS 0, Worst setup SP type input pin, fp_density ~30%, Worst path slowest cell inv_4, final hold slack between 400 and 500 ps, htree depth 3, Arr. time, crit path roughly 12000 ps, Core Util, Final between 30% and 40%, R2R Setup Slk around 27000 ps, die footprint about 0.18 mm^2, CP Max Fanout roughly 83, clk latency late pin around 660 ps, largest net degree at the start of global routing approximately 130, FF-to-FF path depth 28, count of library flops with an enable pin around 570, Final Max Tran Viols 0, Setup Skew between 30 and 40 ps, pre-CTS WS 23540 ps, post-synth top area cell edfxtp_1, HP Class register to register
-- layer usage --
metal  GRT usage [%]  up-vias  wire [um]
li1                -    18807          -
met1            31.5    20387      77000
met2            32.0     2156      80900
met3            11.5      391      25000
met4            7.24        8       7360
met5           0.389        -        105
-- cells in the mapped netlist, types with 6 or more instances --
cell       count
a2111oi_0     14
a211oi_1      48
a211oi_2      17
a21o_1        14
a21oi_1      190
a221oi_1      16
a22o_1       259
a22oi_1        8
a311oi_1      64
a31oi_1       80
and2_1       251
and3_1       110
buf_1         18
buf_2         46
clkbuf_1     341
dfxtp_1       93
edfxtp_1     565
fa_1         446
ha_1         163
inv_1        562
maj3_2        17
mux2_2        98
nand2_1     1035
nand2b_1      17
nand3_1      114
nand3b_1       6
nand4_1       35
nor2_1       231
nor2b_1        8
nor3_1        60
nor4_1        35
o211ai_1       8
o21ai_0      266
o221a_2        7
o221ai_1      12
o22ai_1       46
o31ai_1        9
or3_1          8
or4_1          8
xnor2_1       65
xor2_1        40
-- kinds of logic after synthesis --
family,after synthesis,share of synthesized area (%)
AND-OR/OR-AND,1098,14.4
XOR/XNOR,110,1.92
adder cells (fa/ha/maj),629,21.4
buffers and inverters,984,7.25
flip-flops,658,36.0
multiplexers,102,2.18
other,1,0.00716
AND/OR/NAND/NOR,1943,16.9
-- worst min path at each step --
| stage | start | endpoint | slack [ps] | depth (start not counted) |
|---|---|---|---|---|
| 4_1_cts | datapathMod.result[6]$_SDFFE_PP0P_ | datapathMod.result[6]$_SDFFE_PP0P_ | 490 | 2 |
| 5_1_grt | datapathMod.result[6]$_SDFFE_PP0P_ | datapathMod.result[6]$_SDFFE_PP0P_ | 530 | 2 |
| 6_report | datapathMod.result[6]$_SDFFE_PP0P_ | datapathMod.result[6]$_SDFFE_PP0P_ | 490 | 2 |
-- sequential cells by signal (all words and copies together), names as in the netlist --
signal and count:
controlMod.countVec 4, controlMod.countComp 9, controlMod.temp 1, controlMod.clear_acc 1, controlMod.currentState 1, datapathMod.result 33
controlMod.out_index_count 9, controlMod.en_acc 1, controlMod.output_valid 1, matrixRom.z 16, controlMod.countLoad 5, controlMod.iterationDone 1
vector.data_out 32, vector.mem 512, datapathMod.output_data 32
-- tightest hold or removal path: stages (launching register included) --
cell and delay, ps:
dfxtp_1 310, nor2_1 80, a211oi_1 50
-- cell type report --
type	instances	area [um^2]
fill	17285	114000
multi-input combinational	3883	29900
sequential	658	18800
tap	2310	2890
inverter	569	2150
timing repair buffer	256	2140
clock buffer	95	1940
clock inverter	30	322
antenna	7	17.5
-- per-stage QoR --
| stage | area (um^2) | std cells |
|---|---|---|
| 2_1_floorplan | 52400 | 5525 |
| 3_3_place_gp | 56000 | 7676 |
| 3_5_place_dp | 56000 | 7676 |
| 4_1_cts | 58200 | 7801 |
| 5_1_grt | 58200 | 7804 |
| 6_report | 58200 | 7808 |
-- layout by cell type, fill, tap and decap left out, types with 50 or more instances in the layout --
cell type / instances
mux2_2: 98
inv_1: 561
xnor2_1: 65
clkbuf_16: 72
edfxtp_1: 565
a21oi_1: 190
and3_1: 110
nor2_1: 217
ha_1: 163
dfxtp_1: 91
buf_4: 183
nand2_1: 1026
clkdlybuf4s50_1: 69
and2_1: 251
o21ai_0: 264
a311oi_1: 64
nor3_1: 50
fa_1: 446
nand3_1: 112
a22o_1: 257
a31oi_1: 80
