==> flow/design.v <==
module fc_4_4_16_1_1(clk, reset, input_valid, input_ready, input_data, output_valid, output_ready, output_data);
	parameter M = 4;
	parameter N = 4;
	parameter T = 16;
	parameter R = 1;
	localparam LOGSIZE_M = $clog2(M*N);
	localparam LOGSIZE_N = $clog2(N);
	input clk, reset, input_valid, output_ready;
	input signed [T-1 : 0] input_data;
	output signed [T-1 : 0] output_data;
	output output_valid, input_ready;
	logic unsigned[3 : 0] addr_w;
	logic unsigned[1 : 0] addr_x;
	logic signed [15 : 0] v_out, m_out;
	logic unsigned wr_en_x;
	logic unsigned clear_acc;
	logic unsigned en_acc;
	controlFSM #(4,4) controlMod(.clk(clk), .reset(reset), .input_valid(input_valid), .output_ready(output_ready),
									.addr_x(addr_x) , .wr_en_x(wr_en_x),.addr_w(addr_w), .en_acc(en_acc), .clear_acc(clear_acc),
									.input_ready(input_ready), .output_valid(output_valid));
	datapath #(16, 1) datapathMod(.clk(clk), .reset(reset), .m_out(m_out), .v_out(v_out),
									.en_acc(en_acc), .output_data(output_data), .clear_acc(clear_acc), .output_valid(output_valid),
									.output_ready(output_ready));
	memory #(16, 4 )  vector(.clk(clk), .data_in(input_data), .data_out(v_out), .addr(addr_x), .wr_en(wr_en_x));
	fc_4_4_16_1_1_W_rom  matrixRom(.clk(clk), .addr(addr_w), .z(m_out));
endmodule
module fc_4_4_16_1_1_W_rom(clk, addr, z);
   input clk;
   input [3:0] addr;
   output logic signed [15:0] z;
   always_ff @(posedge clk) begin
      case(addr)
        0: z <= -16'd110;
        1: z <= 16'd69;
        2: z <= -16'd64;
        3: z <= 16'd76;
        4: z <= -16'd39;
        5: z <= 16'd103;
        6: z <= 16'd105;
        7: z <= 16'd44;
        8: z <= -16'd34;
        9: z <= -16'd73;
        10: z <= -16'd53;
        11: z <= 16'd68;
        12: z <= -16'd5;
        13: z <= 16'd116;
        14: z <= 16'd23;
        15: z <= -16'd78;
      endcase
   end
endmodule
module controlFSM(clk, reset, input_valid, output_ready, addr_x, wr_en_x,addr_w,
                 clear_acc, en_acc, input_ready, output_valid);
    parameter M = 12;
    parameter N = 12;
    localparam LOGSIZE_M = $clog2(M*N);  
    localparam LOGSIZE_N = $clog2(N);
    input clk;
    input reset;
    input input_valid;
    input output_ready;
    output logic unsigned [LOGSIZE_N-1 : 0] addr_x;  
    output logic unsigned [LOGSIZE_M-1 : 0] addr_w;  
    output logic wr_en_x;  
    output logic clear_acc;
    output logic en_acc;
    output logic input_ready;
    output logic output_valid;
    logic unsigned [LOGSIZE_N : 0] countLoad;  
    logic unsigned [LOGSIZE_M : 0] countComp;  
    logic unsigned [LOGSIZE_N-1 : 0] countVec;
    logic unsigned iterationDone;
    logic unsigned loadingDone;
    logic unsigned [LOGSIZE_M : 0] out_index_count; 
    logic unsigned temp;
    typedef enum logic {Loading, Compute} State;
    State currentState, nextState;
    always_ff @(posedge clk) begin
        if(reset) begin
            currentState <= Loading;
        end
        else currentState <= nextState;
    end
    always_comb begin
        case (currentState)
            Loading: begin
                if(countLoad == N) begin
                    loadingDone = 1;
                    nextState = Compute;  
                end 
                else begin
                    nextState = Loading;
                    loadingDone = 0;
                end
            end
            Compute: begin
                loadingDone = 0;
                if(out_index_count == M) nextState = Loading;
                else nextState = Compute;
            end
            default: begin
                nextState = Loading;
                loadingDone = 0;
            end
        endcase
    end
    always_comb begin
        if (currentState == Loading) begin
            addr_w = 0;
            if(countLoad < N) begin
                input_ready = 1;
                wr_en_x = 1;
            end
            else begin
                input_ready = 0;
                wr_en_x = 0;
            end
            if(input_valid && input_ready) begin
                if(countLoad < N) begin
                    wr_en_x = 1; 
                    addr_x = countLoad;
                end
                else begin
                    wr_en_x = 0;
                    addr_x = 0;
                end
            end
            else begin
                wr_en_x = 0;
                addr_x = 0;
            end
        end
        else if (currentState == Compute) begin
            wr_en_x = 0;
            input_ready = 0;
            addr_w = countComp;
            addr_x = countVec;
        end
        else begin
            input_ready = 0;
            wr_en_x = 0;
            addr_x = 0;
            addr_w = 0;
        end
    end
    always_ff @(posedge clk) begin
        if(currentState == Loading) begin
            if(reset) countLoad <= 0;
            countComp <= 0;
            countVec <= 0;
            en_acc <= 0;
            clear_acc <= 1; 
            output_valid <= 0;
            iterationDone <= 0;
            temp <= 0;
            out_index_count <= 0;
            if(loadingDone == 1)begin
                countLoad <= 0;
            end
            if(input_valid && input_ready)
                countLoad <= countLoad + 1;  
        end
        if(currentState == Compute)begin
            if(iterationDone) begin
                en_acc <= 0;
                output_valid <= 1;
                if(output_ready && output_valid)begin
                    iterationDone <= 0;
                    clear_acc <= 1;
                    output_valid <= 0;
                    temp <= 1;
                    out_index_count <= out_index_count + 1; 
                end 
            end
            else begin
                clear_acc <= 0;
                if(countComp == 0 || countVec != 0 || temp) begin  
                    countComp <= countComp + 1;
                    if(countVec == N-1) countVec <= 0;
                    else countVec <= countVec + 1;
                    en_acc <= 1;
                    output_valid <= 0;
                    temp <= 0; 
                end        
                else begin
                    iterationDone <= 1;
                end
            end 
        end
    end
endmodule
module datapath(clk, reset, clear_acc, en_acc,
                output_data, output_ready, output_valid, m_out, v_out);
    parameter WIDTH = 12;
    parameter R = 0;
    input clk, reset;
    input unsigned clear_acc, en_acc;
    output logic signed [WIDTH-1 : 0] output_data;
    input logic output_ready;
    input logic output_valid;
    input logic signed [WIDTH - 1 : 0] v_out;
    input logic signed [WIDTH - 1 : 0] m_out;
    logic signed [WIDTH : 0] result;
    logic signed [WIDTH : 0] intermediate;
    logic signed [WIDTH - 1 : 0] m_data_out_y;
    always_comb begin
        intermediate = (v_out * m_out);  
    end
    always_ff @(posedge clk) begin
        if(clear_acc) begin
        end
        else if (en_acc) begin
            if(result > 2**(WIDTH-1) -1) begin 
                output_data <= 2**(WIDTH-1) -1;
            end
            else if(result < -(2**(WIDTH-1))) begin
                if(R == 1) output_data <= 0;
                else begin                    
                    output_data <= -(2**(WIDTH-1));
                end
            end
            else begin
                if(R == 1 && result < 0)
                    output_data <= 0;
                else output_data <= result;                
            end
        end
    end
    always_ff @(posedge clk) begin
        if(clear_acc) begin
            result <= 0;
        end
        else if(en_acc) begin
            if((result + intermediate)  > 2**(WIDTH-1) -1) begin
                result <=  2**(WIDTH-1) -1;
            end
            else if ((result + intermediate) < -(2**(WIDTH-1))) begin
                result <= -(2**(WIDTH-1));
            end    
            else result <= intermediate + result;
        end
    end
endmodule
module memory(clk, data_in, data_out, addr, wr_en);
    parameter                   WIDTH = 16;  
    parameter                   SIZE = 64;   
    localparam                  LOGSIZE = $clog2(SIZE);  
    input [WIDTH-1 : 0]         data_in;
    output logic [WIDTH-1 : 0]  data_out;
    input [LOGSIZE-1 : 0]       addr;
    input                       clk;
    input                       wr_en;
    logic [SIZE-1 : 0][WIDTH-1 : 0] mem;
    always_ff @(posedge clk) begin
        data_out <= mem[addr];
        if(wr_en) 
            mem[addr] <= data_in;
    end
endmodule
==> flow/run.sh <==
#!/bin/bash
# OpenROAD 26Q1-2900-gdf79404cd8, Yosys 0.63+post, stock flow scripts
make -C /OpenROAD-flow-scripts/flow DESIGN_CONFIG=/design/flow/config.mk WORK_HOME=/design/flow/orfs finish
==> flow/config.mk <==
export PLATFORM = sky130hd
export DESIGN_NAME = fc_4_4_16_1_1
export DESIGN_NICKNAME = fc_4_4_16_1_1
export VERILOG_FILES = /design/flow/design.v
export SDC_FILE = /design/flow/constraint.sdc
export NUM_CORES = 4
export LEC_CHECK = 1
export CORE_UTILIZATION = 40
==> flow/constraint.sdc <==
current_design fc_4_4_16_1_1

set clk_period 12.5
set clk_io_pct 0.2

create_clock -name clk0 -period $clk_period [get_ports {clk}]

set non_clock_inputs [all_inputs -no_clocks]
set_input_delay [expr $clk_period * $clk_io_pct] -clock clk0 $non_clock_inputs
set_output_delay [expr $clk_period * $clk_io_pct] -clock clk0 [all_outputs]
==> flow_metrics.env <==
# source this file to load flow results
export IMPL_warnings=36
export IMPL_period_needed_ps=7590
export IMPL_grt_pass1_wl_mm=39.4
export IMPL_async_flop_share_pct=0
export IMPL_firstDrtPassIters=5
export IMPL_antenna_cells=0
export IMPL_clkSinkCount=142
export IMPL_die_h_um=171
export IMPL_worst_setup_path_end_kind="flop"
export IMPL_edf_count=83
export IMPL_yosysWarningCount=4
export IMPL_final_area_um2=12700
export IMPL_grt_overflow_total=0
export IMPL_dp_final_hpwl_mm=17.2
export IMPL_netlist_area_um2=11400
export IMPL_seq_area_um2=3670
export IMPL_cts_resized_gates=0
export IMPL_clock_path_buffers=2
export IMPL_fin_skew_ps=11.7
export IMPL_path_class="reg -> reg"
export IMPL_tritoncts="built"
export IMPL_drv_cap=0
export IMPL_synthCells=1258
export IMPL_core_region_area_um2=27900
export IMPL_grt_pass1_vias=8063
export IMPL_finalHoldViolations=0
export IMPL_area_growth_syn_to_layout_pct=11.8
export IMPL_post_dp_cell_area_um2=12100
export IMPL_drc=0
export IMPL_ant_nets=0
export IMPL_cp_required_ps=12860
export IMPL_lay_top_cells="221 x inv_1, 167 x nand2_1, 94 x ha_1"
export IMPL_tightest_slew_ps=889
export IMPL_crit_slowest_cell="dfxtp_1"
export IMPL_cts_made_buffers=17
export IMPL_fmax_mhz=132
export IMPL_fillers=2589
export IMPL_critPathMaxFanout=14
export IMPL_rsz0062_at_grt="no"
export IMPL_yosys_stat_seqShare_pct=32.3
export IMPL_io_buffers=37
export IMPL_io_pins=38
export IMPL_ys_types=60
export IMPL_grt_start_max_net_pins=59
export IMPL_period_used_pct=60.7
export IMPL_finalSetupTns_ps=0
export IMPL_cts_hold_buf=0
export IMPL_start_kind="flop"
export IMPL_ys_ff=142
export IMPL_syn_avg_cell_area_um2=9.05
export IMPL_vias_per_cell=4.88
export IMPL_cpPeakStageDelay_ps=630
export IMPL_maxSlewHeadroom_pct=40.0
export IMPL_hp_class="reg -> reg"
export IMPL_combGateArea_um2=6680
export IMPL_die_area_um2=29100
export IMPL_finalMaxSlewViolations=0
export IMPL_path_common_cell="fa_1"
export IMPL_cp_arrival_ps=7950
export IMPL_ys_cells=1258
export IMPL_track_usage_pct=18.0
export IMPL_flop_cell="edfxtp_1"
export IMPL_drt_iter0_drc=394
export IMPL_drive_gt1_share_pct=4.43
export IMPL_wire_per_inst_um=14.1
export IMPL_finalWirelength_mm=23.4
export IMPL_fp_utilization_pct=40.9
export IMPL_htree_levels=4
export IMPL_cts_setup_buffers=0
export IMPL_ys_chip_area_um2=11400
export IMPL_run_status="finished clean"
export IMPL_route_vias_total=8124
export IMPL_num_rows=61
export IMPL_clk_pin_slew_ps=60
export IMPL_finalSetupViolations=0
export IMPL_place_congestion=0.869
export IMPL_antenna_found_initial=0
export IMPL_die_w_um=171
export IMPL_final_common_cell="inv_1"
export IMPL_ctsRootBufferMaster="clkbuf_16"
export IMPL_clkLatencyLatePin_ps=420
[per-stage QoR]
step | setup WS, ps | utilization [%] | hold WS, ps | cells
3_5_place_dp | 4960 | 43.5 | 465 | 1634
3_3_place_gp | 5040 | 43.5 | 460 | 1634
5_1_grt | 4310 | 45.7 | 504 | 1666
6_report | 4910 | 45.7 | 475 | 1666
2_1_floorplan | 4510 | - | 438 | 1258
4_1_cts | 4930 | 45.7 | 479 | 1666
[state kept, by name (all words and copies together) (netlist names), 2 cells and up]
name                        cells
vector.mem                     64
datapathMod.result             17
datapathMod.output_data        16
vector.data_out                16
matrixRom.z                     8
controlMod.countComp            5
controlMod.out_index_count      5
controlMod.countLoad            3
controlMod.countVec             2
[Yosys cell counts (4+ instances only)]
| cell type | n | area [um2] |
|---|---|---|
| a211oi_1 | 22 | 165 |
| a21o_1 | 6 | 45.0 |
| a21oi_1 | 26 | 130 |
| a22o_1 | 16 | 140 |
| a31oi_1 | 20 | 125 |
| and2_1 | 71 | 444 |
| and3_1 | 5 | 31.3 |
| clkbuf_1 | 47 | 176 |
| dfxtp_1 | 59 | 1180 |
| edfxtp_1 | 83 | 2490 |
| fa_1 | 91 | 1820 |
| ha_1 | 94 | 1180 |
| inv_1 | 221 | 830 |
| mux2i_1 | 4 | 40.0 |
| nand2_1 | 167 | 627 |
| nand2b_1 | 8 | 50.1 |
| nand4_1 | 4 | 25.0 |
| nor2_1 | 83 | 312 |
| nor2b_1 | 11 | 68.8 |
| nor3_1 | 14 | 70.1 |
| o211ai_1 | 4 | 30.0 |
| o21a_1 | 6 | 45.0 |
| o21ai_0 | 88 | 440 |
| xnor2_1 | 45 | 394 |
| xor2_1 | 12 | 105 |
[per-layer routing]
layer	GRT usage (%)	share of wire [%]
met4	2.86	1.8
met5	0.522	0
met3	4.29	5.1
met2	28.0	46
met1	27.1	47
[logic make-up (layout without fill, tap and decap cells)]
| group | after synthesis | after routing | synth area share (%) |
|---|---|---|---|
| compound gates | 216 | 216 | 12.0 |
| mux | 5 | 5 | 0.451 |
| fa+ha+maj | 185 | 185 | 26.3 |
| buf+inv | 274 | 304 | 9.18 |
| flops | 142 | 142 | 32.3 |
| simple gates | 378 | 378 | 15.3 |
| other cells | 1 | 1 | 0.0329 |
| xor+xnor | 57 | 57 | 4.39 |
[path summary, 6_finish.rpt]
check / from / to / slack (ps) / cells after the start
worst max-delay path: matrixRom.z[3] / datapathMod.result[2] / 4910 / 25
worst min register to register: controlMod.temp / controlMod.temp / 470 / 2
worst max register to register: matrixRom.z[3] / datapathMod.result[2] / 4910 / 25
worst min-delay path: controlMod.temp / controlMod.temp / 470 / 2
[critical path, delay by kind of cell, from the launching register on]
family / cells / cell delay (ps)
AOI/OAI and AO/OA: 7 / 1570
xor gates and xnor gates: 1 / 160
adders and majority gates: 8 / 3740
buffers and inverters: 3 / 140
DFF: 1 / 630
and+or+nand+nor: 6 / 1290
[final cells by class]
type	count	area share (%)
Timing Repair Buffer	50	3.68
Sequential cell	142	28.9
Tap cell	378	3.72
Clock buffer	18	3.45
Multi-Input combinational cell	842	52.5
Inverter	222	6.55
Clock inverter	14	1.23
